==> ./design.v <==
module RegisterFile (
	clk, 
    rst, 
    src1, 
    src2, 
    dest_wb, 
	result_wb,  
    wb_enable,
	reg1, 
    reg2
);
    input clk, rst;
    input [4 - 1 : 0] src1, src2, dest_wb;
	input[32 - 1:0] result_wb;
    input wb_enable;
	output [32 - 1:0] reg1, reg2;
    reg[32 - 1:0] data[0:16 - 1];
    always @(negedge clk, posedge rst) begin
		if (rst) begin
            data[0] <= 32'd0;
            data[1] <= 32'd1;
            data[2] <= 32'd2;
            data[3] <= 32'd3;
            data[4] <= 32'd4;
            data[5] <= 32'd5;
            data[6] <= 32'd6;
            data[7] <= 32'd7;
            data[8] <= 32'd8;
            data[9] <= 32'd9;
            data[10] <= 32'd10;
            data[11] <= 32'd11;
            data[12] <= 32'd12;
            data[13] <= 32'd13;
            data[14] <= 32'd14;
            data[15] <= 32'd15;
        end
        else if (wb_enable) data[dest_wb] <= result_wb;
	end
    assign reg1 = data[src1];
    assign reg2 = data[src2];
endmodule 
==> ./run.sh <==
#!/bin/bash
# OpenROAD 26Q1-2900-gdf79404cd8, Yosys 0.63+post, stock flow scripts
make -C /OpenROAD-flow-scripts/flow DESIGN_CONFIG=/design/flow/config.mk WORK_HOME=/design/flow/orfs finish
==> ./config.mk <==
export PLATFORM = sky130hd
export DESIGN_NAME = RegisterFile
export DESIGN_NICKNAME = RegisterFile
export VERILOG_FILES = /design/flow/design.v
export SDC_FILE = /design/flow/constraint.sdc
export NUM_CORES = 4
export LEC_CHECK = 1
export CORE_UTILIZATION = 30
==> ./constraint.sdc <==
current_design RegisterFile

set clk_period 11.2
set clk_io_pct 0.2

create_clock -name clk0 -period $clk_period [get_ports {clk}]

set non_clock_inputs [all_inputs -no_clocks]
set_input_delay [expr $clk_period * $clk_io_pct] -clock clk0 $non_clock_inputs
set_output_delay [expr $clk_period * $clk_io_pct] -clock clk0 [all_outputs]
==> impl_metrics.json <==
{
  "warning_count": 64,
  "cellLeakagePower_uw": 0.0130,
  "vdd_drop_max_v": 0.000145,
  "vias": 22200,
  "cts-root-buf": "clkbuf_16",
  "grt.overflow.total": 0,
  "skew_ns": 0,
  "place_ws_ns": 0.961,
  "cp_cell_sequence": "inv_1, o22ai_1, a221oi_1, a31oi_1, clkdlybuf4s50_1",
  "status": "finished clean",
  "drt-pass1-iter-count": 5,
  "initCoreUtil_pct": 30.5,
  "min_path_type": "flop to flop",
  "cts.sinks": 512,
  "area_growth_pct": 15.8,
  "drtIter0Drc": 2208,
  "synth_flops": 512,
  "tightestPinTransition_ns": 0.909,
  "edf_count": 0,
  "drive_above_1_share_pct": 31.1,
  "drt_wl_total_um": 109000,
  "grt_pass1_wl_um": 158000,
  "yosys_warnings": 2,
  "viasPerCell": 6.07,
  "die_w_um": 306,
  "htreeDepth": 2,
  "crit_path_end_kind": "primary output",
  "hold_buffers": 0,
  "cts.repair.resized": 0,
  "setup_ws_ns": 0.804,
  "grt_max_degree": 118,
  "post-route-drc-count": 0,
  "critPathKind": "flop to primary output",
  "clock.latency.late_pin_ns": 0.60,
  "regToRegSetupSlack_ns": 10.37,
  "grt_usage_pct": 23.9,
  "die_area_um2": 93300,
  "setup_viol": 0,
  "worstSetupStartpointType": "flop",
  "slew_viol_final": 0,
  "clk_pin_slew_worst_paths_ns": 0.04,
  "fp.dieH_um": 306,
  "cts_buffer_depth": 3,
  "ys_cells": 2406,
  "largest-register": "data",
  "ys_async_sr_fraction_pct": 100,
  "largest_reg_flops": 512,
  "antenna_found_initial": 8,
  "whs_ns": 0.445,
  "gp_congestion": 0.949,
  "cp.required_ns": 8.96,
  "slew_headroom_pct": 39.2,
  "netlist_area_um2": 27600,
  "core_area_um2": 90600,
  "syn_avg_cell_area_um2": 11.5,
  "ys_seq_share_pct": 46.5,
  "ys_area_um2": 27600,
  "fin_util_pct": 35.3,
  "crit_family": "AND-OR/OR-AND gates",
  "io_buffers": 110,
  "cts_tree": "done",
  "postSynthCellCount": 2406,
  "cp_num_buf_inv": 2,
  "rsz0062_at_grt": "false",
  "ff_type": "dfrtn_1",
  "dp.cells": 3528,
  "ant_nets": 0,
  "ios": 111,
  "reg_top3": "data (512)",
  "critPathSlowestCell": "clkdlybuf4s50_1",
  "cts-buffers-inserted": 57,
  "crit_fanout": 3,
  "wl_per_cell_um": 29.8,
  "cpPeakStageDelay_ns": 0.57,
  "crit_arrival_ns": 8.16,
  "power.density_nw_per_um2": 184,
  "num_rows": 110,
  "place_hpwl_um": 63700,
  "instances_no_fill": 3664,
  "hold_viol_final": 0,
  "synth.distinct_cells": 56,
  "cts_setup_buffers": 0,
  "max-cap-violations": 0,
  "first_global_vias": 22100
}
-- layout by cell type, fill, tap and decap left out, types with 51 or more instances in the layout --
cell type / instances
nor2b_1: 58
nor2_1: 136
o22ai_1: 59
a21oi_1: 57
a22oi_1: 176
clkdlybuf4s50_1: 102
inv_1: 77
buf_4: 79
a221oi_1: 82
nand2_1: 51
mux2i_1: 77
mux2_2: 521
dfrtn_1: 480
clkbuf_16: 59
-- Yosys cell counts (13+ instances only) --
cell / number / area (µm²)
inv_1: 49 / 184
a22o_1: 39 / 342
a22oi_1: 176 / 1320
a31oi_1: 30 / 188
buf_2: 64 / 320
o2bb2ai_1: 27 / 236
mux2i_1: 77 / 771
a221o_1: 27 / 270
o22a_1: 19 / 166
o32a_1: 39 / 390
dfrtn_1: 480 / 12000
a221oi_1: 82 / 718
nor2_1: 147 / 552
o22ai_1: 59 / 369
a21oi_1: 57 / 285
mux2_1: 24 / 270
clkbuf_1: 146 / 548
nand2_1: 55 / 206
dfstp_2: 32 / 841
mux2_2: 521 / 5870
o21ai_0: 39 / 195
nor2b_1: 66 / 413
nand2b_1: 13 / 81.3
o221ai_1: 13 / 114
buf_6: 16 / 180
buf_1: 15 / 56.3
-- power breakdown --
| part | total [µW] | internal, µW | switching (µW) |
|---|---|---|---|
| sequential | 2690 | 2340 | 349 |
| combinational | 1240 | 667 | 571 |
| clock | 1950 | 1130 | 821 |
| total | 5880 | 4140 | 1740 |
-- area by class of cell --
type                    instances  area [µm²]
well taps                    1176        1470
diodes                          2        5.00
flip-flops and latches        512       12900
inverters                      48         184
multi-input cells            1596       13600
repair buffers                195        1880
fillers                      8850       58600
clock buffers                  83        1670
clock inverters                52         334
-- logic make-up after synthesis --
family	count (synthesis)	share of synthesized area, %
compound gates	646	17.9
buf+inv	298	4.88
flops	512	46.5
mux	624	25.2
simple gates	326	5.59
-- through the flow --
| stage | total power, µW | setup TNS [ns] | cell area [µm²] |
|---|---|---|---|
| after floorplan | 3470 | -1655.07 | 27600 |
| after global placement | 3930 | 0 | 30000 |
| after detailed placement | 3950 | 0 | 30000 |
| after CTS | 5890 | 0 | 32000 |
| after global routing | 6150 | 0 | 32000 |
| final | 5880 | 0 | 32000 |
-- routing by layer --
metal  vias up  track usage, %  wire [µm]
li1       9225               -          -
met1     11300            32.6      43700
met2      1350            33.8      46400
met3       311            10.5      13900
met4        14            8.90       4950
met5         -           0.310        100
-- worst paths after layout --
kind	to	start	cells past startpoint
min in group asynchronous	data[4][5]	rst	2
worst min register to register	data[8][23]	data[8][23]	1
worst max-delay path	reg2[3]	data[8][3]	5
max in group asynchronous	data[9][28]	rst	3
worst min-delay path	data[8][23]	data[8][23]	1
worst max register to register	data[3][15]	data[3][15]	1
Power is estimated from default activity; no workload was simulated.
