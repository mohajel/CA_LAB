`flow/config.mk`:
```
export PLATFORM = sky130hd
export DESIGN_NAME = val2gen
export DESIGN_NICKNAME = val2gen
export VERILOG_FILES = /design/flow/design.v
export SDC_FILE = /design/flow/constraint.sdc
export NUM_CORES = 4
export LEC_CHECK = 1
export CORE_UTILIZATION = 30
```
`flow/constraint.sdc`:
```
current_design val2gen

set clk_period 12.7
set clk_io_pct 0.2

create_clock -name clk0 -period $clk_period

set non_clock_inputs [all_inputs -no_clocks]
set_input_delay [expr $clk_period * $clk_io_pct] -clock clk0 $non_clock_inputs
set_output_delay [expr $clk_period * $clk_io_pct] -clock clk0 [all_outputs]
```
`flow/design.v`:
```
module val2gen(
		input [32 - 1:0] val_rm,
        input [11:0] shift_operand,
        input immediate, is_mem_command,
        output reg [32 - 1:0] val2_out
		);
    reg [2 * (32) - 1 : 0] tmp;
    integer i;
    always @(val_rm, shift_operand, immediate, is_mem_command) begin
        val2_out = 32'b0;
        tmp = 0;
        if (is_mem_command == 1'b0) begin
            if (immediate == 1'b1) begin
                val2_out = {24'b0 ,shift_operand[7 : 0]};
                tmp = {val2_out, val2_out} >> (({{2'b0},shift_operand[11 : 8]}) << 1);
                val2_out = tmp[32 - 1 : 0];
            end 
            else 
            if(immediate == 1'b0 && shift_operand[4] == 0) begin
                case(shift_operand[6:5])
                    2'b00 : begin
                        val2_out = val_rm << shift_operand[11 : 7];
                    end
                    2'b01 : begin
                        val2_out = val_rm >> shift_operand[11 : 7];
                    end
                    2'b10 : begin
                        val2_out = val_rm >>> shift_operand[11 : 7];
                    end
                    2'b11 : begin
                        tmp = {val_rm, val_rm} >> (shift_operand[11 : 7]);
                        val2_out = tmp[32 - 1 : 0];
                    end
                endcase
            end
        end 
        else  
        begin
            val2_out = { {20{shift_operand[11]}} , shift_operand[11 : 0]}; 
        end
    end
endmodule 
```
`flow/run.sh`:
```
#!/bin/bash
# OpenROAD 26Q1-2900-gdf79404cd8, Yosys 0.63+post, stock flow scripts
make -C /OpenROAD-flow-scripts/flow DESIGN_CONFIG=/design/flow/config.mk WORK_HOME=/design/flow/orfs finish
```
==> flow_summary_export.csv <==
group,metric,value,unit
route,via_per_inst,7.12,
logic_synthesis,syn_area,7450,um2
timing,tightest_slew,975,ps
timing,fmaxAchievable,112,MHz
worst_setup_path,crit_path_end_kind,"primary output",
logic_synthesis,yosys_cells,970,
timing,slew_violations,0,
worst_hold_path,hold_class,"input port to primary output",
timing,finalClockPeriodUsage,70.2,%
timing,hold_viol_final,0,
placement,dpl-instance-area,8150,um2
route,num_vias,9093,
placement,place_hpwl,29.7,mm
outcome,outcome,"complete, no violations",
pwr,p_switching,0.000238,W
global_route,grt_pass1_wl,60.1,mm
logic_synthesis,xor_share,0,%
pwr,pwr-share-seq,0,%
timing,setup_viol,0,
flow_run,warnings,32,
logic_synthesis,ys_seq_share,0,%
logic_synthesis,avgSynthCellArea,7.68,um2
route,num_antenna_cells,0,
pwr,p_per_area,47.6,nW/um2
placement,globalplace.congestion,1.10,
worst_setup_path,crit_type,"input port to primary output",
logic_synthesis,logic_family,"multiplexers",
floorplan,fp-utilization,30.6,%
flow_run,max_cap_viol_count,0,
pwr,comb_power_share,100.0,%
global_route,grt.overflow.total,0,
floorplan,io_pins,78,
logic_synthesis,fa_ha_area_share,0,%
floorplan,dieArea,25500,um2
cells_and_area,num-clock-buffers,0,
timing,final.min_clock_period,8910,ps
cells_and_area,syn_to_final_growth,9.42,%
global_route,grt_use_total,32.8,%
cts,cts_resized,0,
route,drt-initial-drc-count,1230,
logic_synthesis,yosysWarnings,1,
pwr,pwr-share-clk,0,%
logic_synthesis,synth.mux.area_fraction,38.4,%
logic_synthesis,synth-compound-area-share,32.2,%
route,routedWlPerCell,32.2,um
logic_synthesis,synth.cellmix.simpleShare,18.8,%
worst_setup_path,cp.arrival,6370,ps
logic_synthesis,ys_types,83,
route,postRouteAntennaNets,0,
floorplan,dieHeight,160,um
cts,holdBufCountCts,0,
timing,rsz0062_at_grt,"false",
worst_setup_path,crit_fanout,32,
cts,postCtsSetupBuffers,0,
cells_and_area,fillers,2562,
global_route,grt_max_degree,97,
pwr,switching_share,61.4,%
floorplan,core-area,24300,um2
placement,portBuffers,78,
cells_and_area,final_area,8150,um2
logic_synthesis,ys_area,7450,um2
global_route,grt_pass1_vias,8500,
cells_and_area,n_sequential_cell,0,
worst_setup_path,cp.required,10160,ps
pwr,p_total,0.000388,W
floorplan,die_x,160,um
route,first_pass_iters,6,
pwr,vdd_drop_max,37.1,uV
pwr,leakage,2.83,nW
floorplan,rows,57,
timing,slew_headroom,34.5,%
timing,holdWs,6010,ps
global_route,antenna_found_initial,2,
worst_hold_path,whs_path_depth,4,
route,wl,41.2,mm
cells_and_area,drive_gt1_share,15.9,%
pwr,power.internal,0.000150,W
route,drc_errors,0,
cells_and_area,seq_area,0,um2
timing,setup_tns,0,ps
logic_synthesis,netlist_instances,970,
worst_setup_path,crit_path_start_kind,"input port",
[layer usage]
| metal | routed length (um) | global-route usage (%) |
|---|---|---|
| met5 | 97 | 2.08 |
| met4 | 1890 | 11.1 |
| met3 | 6050 | 12.9 |
| met2 | 16900 | 46.3 |
| met1 | 16200 | 45.9 |
[final cells by class]
| type | count | area (um2) | share of cell area, % |
|---|---|---|---|
| Timing Repair Buffer | 113 | 1030 | 12.6 |
| Tap cell | 324 | 405 | 4.97 |
| Multi-Input combinational cell | 828 | 6670 | 81.8 |
| Inverter | 13 | 48.8 | 0.599 |
[critical path: stages]
cell and delay, ps:
clkdlybuf4s50_1 450, buf_4 390, or2_1 480, buf_4 270, a211oi_1 90, o32a_2 450
a222oi_1 660, o2bb2ai_1 240, a22o_1 160, o21ai_0 150, clkdlybuf4s50_1 460
[through the flow]
step | utilization, % | setup WS, ps | std cells
after floorplan | - | 5740 | 970
after global placement | 33.5 | 3830 | 1278
after detailed placement | 33.5 | 3870 | 1278
after CTS | 33.5 | 3850 | 1278
after global routing | 33.5 | 3510 | 1278
final | 33.5 | 3790 | 1278
[power by group through the flow]
stage / clock network, W / registers, W / logic (W)
CTS: 0 / 0 / 0.000373
global route: 0 / 0 / 0.000405
finish: 0 / 0 / 0.000388
[path summary, 6_finish.rpt]
path                    startpoint      endpoint  slack (ps)
setup / recovery    is_mem_command  val2_out[21]        3790
hold / removal    shift_operand[3]   val2_out[3]        6010
[synthesized netlist by cell type (6+ instances only)]
cell,n,area [um2]
o21a_1,7,52.6
a311oi_1,7,61.3
nor2_1,73,274
buf_6,13,146
nand4_1,6,37.5
and3_1,7,43.8
a22oi_1,14,105
a221oi_1,8,70.1
o22ai_1,13,81.3
mux2_2,24,270
inv_1,9,33.8
a211o_1,7,61.3
o31a_1,6,52.6
o21ai_0,67,335
mux4_2,63,1420
nor3_1,16,80.1
mux2i_1,75,751
buf_2,28,140
nand3_1,22,110
a21oi_1,68,340
buf_4,11,82.6
o221ai_1,10,87.6
a2bb2oi_1,7,61.3
o211ai_1,16,120
nand2b_1,18,113
or2_2,7,43.8
and2_1,8,50.1
a211oi_1,13,97.6
a31oi_1,25,156
o21ai_1,7,35.0
clkbuf_1,58,218
mux4_1,16,420
buf_1,12,45.0
nand2_1,122,458
[cell usage in the layout, fill, tap and decap left out, types with 8 or more instances in the layout]
| cell type | count |
|---|---|
| mux2_2 | 24 |
| mux4_1 | 16 |
| nand2_1 | 122 |
| nor2_1 | 73 |
| o221ai_1 | 10 |
| a31oi_1 | 25 |
| nand3_1 | 22 |
| o211ai_1 | 16 |
| buf_4 | 36 |
| a21oi_1 | 68 |
| a221oi_1 | 8 |
| inv_1 | 8 |
| clkdlybuf4s50_1 | 72 |
| and2_1 | 8 |
| a211oi_1 | 13 |
| o21ai_0 | 67 |
| nor3_1 | 16 |
| a22oi_1 | 14 |
| mux2i_1 | 75 |
| nand2b_1 | 18 |
| o22ai_1 | 13 |
| mux4_2 | 63 |
[logic make-up (layout without fill, tap and decap cells)]
logic type / after synthesis / count (layout)
and+or+nand+nor: 305 / 305
muxes: 178 / 178
AOI/OAI and AO/OA: 345 / 345
buffers and inverters: 142 / 126
Power is estimated from default activity; no workload was simulated.
